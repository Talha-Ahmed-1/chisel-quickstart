==> ./design.v <==
module ALU(
  input         clock,
  input         reset,
  input  [63:0] io_alu_oper,
  input  [63:0] io_arg_x,
  input  [63:0] io_arg_y,
  output [63:0] io_alu_out
);
  wire  _T = 64'h0 == io_alu_oper;  
  wire [63:0] _io_alu_out_T = io_arg_x & io_arg_y;  
  wire  _T_1 = 64'h1 == io_alu_oper;  
  wire [63:0] _io_alu_out_T_1 = io_arg_x | io_arg_y;  
  wire  _T_2 = 64'h2 == io_alu_oper;  
  wire [63:0] _io_alu_out_T_3 = io_arg_x + io_arg_y;  
  wire  _T_3 = 64'h6 == io_alu_oper;  
  wire [63:0] _io_alu_out_T_5 = io_arg_x - io_arg_y;  
  wire  _T_4 = 64'h3 == io_alu_oper;  
  wire [63:0] _io_alu_out_T_6 = io_arg_x ^ io_arg_y;  
  wire  _T_5 = 64'h4 == io_alu_oper;  
  wire [126:0] _GEN_10 = {{63'd0}, io_arg_x};  
  wire [126:0] _io_alu_out_T_8 = _GEN_10 << io_arg_y[5:0];  
  wire  _T_6 = 64'h5 == io_alu_oper;  
  wire [63:0] _io_alu_out_T_10 = io_arg_x >> io_arg_y[5:0];  
  wire  _T_7 = 64'h7 == io_alu_oper;  
  wire [63:0] _io_alu_out_T_14 = $signed(io_arg_x) >>> io_arg_y[5:0];  
  wire  _T_8 = 64'h8 == io_alu_oper;  
  wire  _T_9 = 64'h9 == io_alu_oper;  
  wire  _GEN_0 = _T_9 & io_arg_x < io_arg_y;  
  wire  _GEN_1 = _T_8 ? $signed(io_arg_x) < $signed(io_arg_y) : _GEN_0;  
  wire [63:0] _GEN_2 = _T_7 ? _io_alu_out_T_14 : {{63'd0}, _GEN_1};  
  wire [63:0] _GEN_3 = _T_6 ? _io_alu_out_T_10 : _GEN_2;  
  wire [126:0] _GEN_4 = _T_5 ? _io_alu_out_T_8 : {{63'd0}, _GEN_3};  
  wire [126:0] _GEN_5 = _T_4 ? {{63'd0}, _io_alu_out_T_6} : _GEN_4;  
  wire [126:0] _GEN_6 = _T_3 ? {{63'd0}, _io_alu_out_T_5} : _GEN_5;  
  wire [126:0] _GEN_7 = _T_2 ? {{63'd0}, _io_alu_out_T_3} : _GEN_6;  
  wire [126:0] _GEN_8 = _T_1 ? {{63'd0}, _io_alu_out_T_1} : _GEN_7;  
  wire [126:0] _GEN_9 = _T ? {{63'd0}, _io_alu_out_T} : _GEN_8;  
  assign io_alu_out = _GEN_9[63:0];
endmodule
==> ./run.sh <==
#!/bin/bash
# OpenROAD 26Q1-2900-gdf79404cd8, Yosys 0.63+post, stock flow scripts
make -C /OpenROAD-flow-scripts/flow DESIGN_CONFIG=/design/flow/config.mk WORK_HOME=/design/flow/orfs finish
==> ./config.mk <==
export PLATFORM = sky130hd
export DESIGN_NAME = ALU
export DESIGN_NICKNAME = ALU
export VERILOG_FILES = /design/flow/design.v
export SDC_FILE = /design/flow/constraint.sdc
export NUM_CORES = 4
export LEC_CHECK = 1
export CORE_UTILIZATION = 30
==> ./constraint.sdc <==
current_design ALU

set clk_period 21.4
set clk_io_pct 0.2

create_clock -name clk0 -period $clk_period

set non_clock_inputs [all_inputs -no_clocks]
set_input_delay [expr $clk_period * $clk_io_pct] -clock clk0 $non_clock_inputs
set_output_delay [expr $clk_period * $clk_io_pct] -clock clk0 [all_outputs]
==> impl_metrics.tcl <==
# collected from the flow reports
set metrics [dict create \
    status "finished clean" \
    min_period_ns 14.58 \
    synth_cell_types 95 \
    cp_slowest_cell "clkinv_2" \
    drt_iter0_markers 3410 \
    crit_type "input port to primary output" \
    regArea_sq_um 0 \
    grt_use_total 0.341 \
    setup-tns-final_ns 0 \
    hp-class "input port to primary output" \
    top_cells_by_count "nor2_1, a21oi_1, o21ai_0" \
    post_drt_wl_per_cell_um 28.5 \
    die-area_sq_mm 0.0678 \
    overflow 0 \
    grt_pass1_wl_um 167000 \
    tightest_slew_ns 0.954 \
    finalNonFillerCells 4086 \
    met1_length_um 49000 \
    wl_um 116000 \
    cp.arrival_ns 10.30 \
    switching_share 0.644 \
    slew_headroom 0.357 \
    area_leaders "ha_1, mux4_2, a21oi_1" \
    yosysTopAreaCell "ha_1" \
    met2_length_um 49100 \
    intPower_mw 0.214 \
    hold-path-cell-count 5 \
    synthMostInstantiatedCell "nor2_1" \
    leakage_nw 9.41 \
    fmax_mhz 68.6 \
    warnings 166 \
    die_h_um 260 \
    areaGrowthSynthToFinish_pct 16.5 \
    ys_chip_area_sq_mm 0.0200 \
    top_area_frac 0.121 \
    nClkBuffers 0 \
    drive_gt1_frac 0.0767 \
    cp_slowest_stage_delay_ns 0.69 \
    min_from "io_alu_oper[0]" \
    place_hpwl_um 91800 \
    drv_cap 0 \
    num_rows 94 \
    cts_setup_buffers 0 \
    cp.required_ns 17.12 \
    dpl.cell_count 4083 \
    final_max_slew_viol_count 0 \
    wl_met3_um 14100 \
    ys_cells 3127 \
    critPathLaunch "io_arg_y[3]" \
    ctsHoldBuffers 0 \
    highest_layer "met5" \
    vias 26100 \
    core_area_sq_mm 0.0659 \
    antenna_found_initial 2 \
    pin_count 258 \
    grt_pass1_vias 23900 \
    synth_area_sq_mm 0.0200 \
    synth_area_per_cell_sq_um 6.41 \
    comb_power_share 1.000 \
    power_density_mw_per_mm2 25.8 \
    portBuffers 256 \
    gp_congestion 1.12 \
    fp_util 0.304 \
    ys.warnings.count 0 \
    drt_pass1_iterations 8 \
    grt_start_max_net_pins 113 \
    rsz0062_at_grt "no" \
    logic_area_sq_mm 0.0183 \
    worstSetupEndpointType "primary output" \
    setup_viol 0 \
    finalHoldViolCount 0 \
    ys_seq_frac 0 \
    route.detailed.drc 0 \
    ctsResizeCount 0 \
    finalCritPeriodShare 0.681 \
    clockPowerShare 0 \
    ff_count 0 \
    p_switching_mw 0.388 \
    viasPerCell 6.38 \
    antenna_left 0 \
    worst_setup_path_start_kind "input port" \
    fillers 7265 \
    die_x_um 260 \
    netlist_instances 3127 \
    crit_path_cell_trace "buf_4 > clkinv_2 > ha_1 > nor2_1 > a211oi_1 > nor2_1 > o21ai_1 > a21oi_1 > a22oi_1 > o311ai_1 > buf_4 > a211oi_1 > o21bai_1 > a21oi_1 > o21ai_1 > a2111oi_2 > clkdlybuf4s50_1" \
    ir_worst_vdd_mv 0.0127 \
    p_seq_frac 0 \
    crit_fanout 68 \
]
-- critical path: cells and delay by family --
family | cells | cell delay [ns]
fa+ha+maj | 1 | 0.65
buf+inv | 4 | 2.02
compound gates | 10 | 3.01
simple gates | 2 | 0.31
-- through the flow --
stage	worst slack [ns]	util	hold WS, ns	power [mW]	cell area, sq um
6_report	6.82	0.354	9.62	0.602	23300
2_1_floorplan	8.79	-	8.69	0.360	20000
3_5_place_dp	6.95	0.354	9.57	0.577	23300
5_1_grt	6.44	0.354	9.69	0.636	23300
4_1_cts	6.92	0.354	9.58	0.580	23300
3_3_place_gp	6.90	0.354	9.59	0.579	23300
-- cell usage in the layout (no fill, tap or decap), types with 20 or more instances in the layout --
master           count
a211oi_1            53
a21o_1              38
a21oi_1            367
a221oi_1            20
a31oi_1             41
buf_4               90
clkdlybuf4s50_1    248
ha_1               193
inv_1              199
mux2i_1            138
mux4_2              83
nand2_1            257
nand2b_1            20
nand3_1             45
nand4_1             28
nor2_1             448
nor3_1              67
nor4_1              46
o211ai_1            40
o21ai_0            273
o21bai_1            45
o221ai_1            30
o22ai_1             49
o31ai_1             28
xnor2_1             33
-- final timing paths --
check              to  slack (ns)
min    io_alu_out[41]        9.62
max    io_alu_out[44]        6.82
-- cells by family after synthesis --
kind of cell / Yosys count / share of synthesized area
adder cells (fa/ha/maj): 195 / 0.123
AND/OR/NAND/NOR: 1027 / 0.230
AND-OR/OR-AND: 1173 / 0.369
buffers and inverters: 455 / 0.0894
XOR/XNOR: 36 / 0.0157
multiplexers: 241 / 0.173
-- layer usage --
metal	track usage	vias to the layer above
met3	0.101	204
met4	0.0971	2
met2	0.493	1589
met1	0.488	12500
met5	0.00997	-
li1	-	11800
-- area by class of cell --
class | instances | area share
diodes | 3 | 0.000322
inverters | 205 | 0.0331
well taps | 864 | 0.0463
repair buffers | 342 | 0.137
multi-input cells | 2672 | 0.783
-- power groups by stage --
| stage | registers, mW | logic, mW | clock network, mW |
|---|---|---|---|
| after CTS | 0 | 0.580 | 0 |
| after global routing | 0 | 0.636 | 0 |
| final | 0 | 0.602 | 0.000000000374 |
Power and IR drop assume default switching activity.
