**/design/flow/design.v**
```verilog
module switch_2cross2(
  input         clock,
  input         reset,
  input  [31:0] io_in1,
  input  [31:0] io_in2,
  output [31:0] io_out1,
  output [31:0] io_out2,
  input         io_sel
);
  assign io_out1 = io_sel ? io_in2 : io_in1;  
  assign io_out2 = io_sel ? io_in1 : io_in2;  
endmodule
```
**/design/flow/run.sh**
```bash
#!/bin/bash
# OpenROAD 26Q1-2900-gdf79404cd8, Yosys 0.63+post, stock flow scripts
make -C /OpenROAD-flow-scripts/flow DESIGN_CONFIG=/design/flow/config.mk WORK_HOME=/design/flow/orfs finish
```
**/design/flow/config.mk**
```make
export PLATFORM = sky130hd
export DESIGN_NAME = switch_2cross2
export DESIGN_NICKNAME = switch_2cross2
export VERILOG_FILES = /design/flow/design.v
export SDC_FILE = /design/flow/constraint.sdc
export NUM_CORES = 4
export LEC_CHECK = 1
export CORE_AREA = 10 10 84 84
export DIE_AREA = 0 0 94 94
```
**/design/flow/constraint.sdc**
```tcl
current_design switch_2cross2

set clk_period 1.0
set clk_io_pct 0.2

create_clock -name clk0 -period $clk_period

set non_clock_inputs [all_inputs -no_clocks]
set_input_delay [expr $clk_period * $clk_io_pct] -clock clk0 $non_clock_inputs
set_output_delay [expr $clk_period * $clk_io_pct] -clock clk0 [all_outputs]
```
==> results_dict.tcl <==
# yosys + openroad results
set metrics [dict create \
    fp.dieW_um 94 \
    yosysCellCount 71 \
    die_y_um 94 \
    hpwl_mm 3.87 \
    path_cells "buf_16, buf_16, buf_8, mux2_4, buf_6" \
    timing.final.crit_period_ps 1200 \
    holdBufCountCts 0 \
    final_cell_mix "mux2_4, dlygate4sd2_1, buf_6" \
    p_leak_nw 1.42 \
    maxSlewViolCount 0 \
    tightest_slew_ps 94.1 \
    wl_met1_mm 1.70 \
    ant_nets 0 \
    hp-class "input port to output pin" \
    num_antenna_cells 0 \
    grt_usage_pct 9.40 \
    status "finished, violations left" \
    xor_area_share_pct 0 \
    placed_cells 268 \
    gr-total-overflow 0 \
    place.gp.congestion 0.797 \
    critical_path.max_stage_delay_ps 290 \
    hold_viol 0 \
    critical_path_class "input port to output pin" \
    post_synth_num_cell_types 4 \
    rsz0062_at_grt "yes" \
    drive_gt1_share_pct 71.0 \
    violations "setup timing" \
    core_um2 5200 \
    clock_buffers 0 \
    portBuffers 129 \
    drt-initial-drc-count 8 \
    routed_wl_mm 4.77 \
    syn_area_per_cell_um2 15.2 \
    ys_sh_aoi_pct 0 \
    antenna_found_initial 0 \
    grt_pass1_wl_mm 6.75 \
    synthCells 71 \
    synth_warnings 0 \
    fin_crit_sh_pct 120 \
    floorplan.core_util_pct 20.7 \
    vias_per_cell 4.05 \
    logic_family "multiplexers" \
    vias 1179 \
    start_kind "input port" \
    synth_area_um2 1080 \
    utilization_pct 50.3 \
    synth.area.mux_share_pct 87.8 \
    power_density_nw_per_um2 431 \
    vdd_drop_max_v 0.000219 \
    warnings 36 \
    grt_pass1_vias 1241 \
    drtPass1Iterations 2 \
    cpMaxStageDelayCell "mux2_4" \
    dieArea_um2 8840 \
    routed-wl-met3_um 661 \
    hold_depth 3 \
    setup_viol_count_final 64 \
    stdcell_area_um2 2620 \
    std_cell_rows 26 \
    dr.max_layer_used "met3" \
    wl_per_cell_um 16.4 \
    io_pins 131 \
    path_common_cell "buf_16" \
    ys_area_um2 1080 \
    ys_sh_adder_pct 0 \
    slew_headroom_pct 93.7 \
    ff_count 0 \
    met2_wirelength_mm 2.41 \
    end_kind "output pin" \
    drc 0 \
    yosysSeqAreaShare_pct 0 \
    regArea_um2 0 \
    instances_no_fill 291 \
    crit_required_ps 800 \
    synthSimpleGateAreaFrac_pct 0 \
    layout_setup_ws_ps -197 \
    hold_slack_ps 821 \
    crit_path_max_fanout 6 \
    area_growth_syn_to_layout_pct 143 \
    maxCapViolCount 0 \
    fmaxAchievable_mhz 835 \
    crit_arrival_ps 1000 \
    placed_area_um2 2380 \
    grt_max_degree 9 \
]
==> worst max-delay path, delay by kind of cell <==
kind	cells	cell delay [ps]
buf+inv	4	510
mux	1	290
==> layer usage <==
metal | GRT usage (%) | vias up
met1 | 10.1 | 529
met5 | 0 | -
met4 | 0 | 0
met2 | 16.6 | 73
li1 | - | 577
met3 | 5.33 | 0
==> path summary, 6_finish.rpt <==
check	start	endpoint	slack, ps
setup / recovery	io_sel	io_out2[25]	-200
hold / removal	io_in1[20]	io_out2[20]	820
==> synth_stat cells (all sizes together) <==
cell type / instances / area (µm²)
mux2: 64 / 946
buf: 7 / 131
==> power breakdown <==
| part | leakage, nW | switching (W) | total, W | internal [W] |
|---|---|---|---|---|
| clock | 0 | 0 | 0 | 0 |
| combinational | 1.42 | 0.000288 | 0.00113 | 0.000840 |
| sequential | 0 | 0 | 0 | 0 |
| total | 1.42 | 0.000288 | 0.00113 | 0.000840 |
==> area by class of cell <==
type	instances	area, µm²
Fill cell	471	2590
Multi-Input combinational cell	64	961
Timing Repair Buffer	157	1570
Tap cell	70	87.6
==> logic make-up (layout without fill, tap and decap cells) <==
group / Yosys count / in the layout
buffers and inverters: 7 / 157
muxes: 64 / 64
==> through the flow <==
step | power (W) | setup slack (ps) | setup TNS, ps
after floorplan | 0.000408 | 2.55 | 0
after CTS | 0.00106 | -200 | -8350
after detailed placement | 0.00110 | -546 | -33000
final | 0.00113 | -197 | -8000
after global placement | 0.00110 | -543 | -32610
after global routing | 0.00121 | -216 | -9100
==> what timing repair did <==
action,in CTS,in global routing
endpoints found under the setup margin,64,64
gates cloned,6,0
buffers inserted,17,0
gates resized,311,22
Power figures rest on the tool's default switching activity, not on a simulated workload.
