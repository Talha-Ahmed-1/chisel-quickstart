==> flow/design.v <==
module Queue(
  input        clock,
  input        reset,
  output       io_enq_ready,
  input        io_enq_valid,
  input  [7:0] io_enq_bits,
  input        io_deq_ready,
  output       io_deq_valid,
  output [7:0] io_deq_bits
);
  reg [7:0] ram [0:4];  
  wire [7:0] ram_io_deq_bits_MPORT_data;  
  wire [2:0] ram_io_deq_bits_MPORT_addr;  
  wire [7:0] ram_MPORT_data;  
  wire [2:0] ram_MPORT_addr;  
  wire  ram_MPORT_mask;  
  wire  ram_MPORT_en;  
  reg [2:0] value;  
  reg [2:0] value_1;  
  reg  maybe_full;  
  wire  ptr_match = value == value_1;  
  wire  empty = ptr_match & ~maybe_full;  
  wire  full = ptr_match & maybe_full;  
  wire  do_enq = io_enq_ready & io_enq_valid;  
  wire  do_deq = io_deq_ready & io_deq_valid;  
  wire  wrap = value == 3'h4;  
  wire [2:0] _value_T_1 = value + 3'h1;  
  wire  wrap_1 = value_1 == 3'h4;  
  wire [2:0] _value_T_3 = value_1 + 3'h1;  
  assign ram_io_deq_bits_MPORT_addr = value_1;
  assign ram_io_deq_bits_MPORT_data = ram[ram_io_deq_bits_MPORT_addr];  
  assign ram_MPORT_data = io_enq_bits;
  assign ram_MPORT_addr = value;
  assign ram_MPORT_mask = 1'h1;
  assign ram_MPORT_en = io_enq_ready & io_enq_valid;
  assign io_enq_ready = ~full;  
  assign io_deq_valid = ~empty;  
  assign io_deq_bits = ram_io_deq_bits_MPORT_data;  
  always @(posedge clock) begin
    if(ram_MPORT_en & ram_MPORT_mask) begin
      ram[ram_MPORT_addr] <= ram_MPORT_data;  
    end
    if (reset) begin  
      value <= 3'h0;  
    end else if (do_enq) begin  
      if (wrap) begin  
        value <= 3'h0;  
      end else begin
        value <= _value_T_1;  
      end
    end
    if (reset) begin  
      value_1 <= 3'h0;  
    end else if (do_deq) begin  
      if (wrap_1) begin  
        value_1 <= 3'h0;  
      end else begin
        value_1 <= _value_T_3;  
      end
    end
    if (reset) begin  
      maybe_full <= 1'h0;  
    end else if (do_enq != do_deq) begin  
      maybe_full <= do_enq;  
    end
  end
endmodule
module My_Queue(
  input        clock,
  input        reset,
  output       io_in_ready,
  input        io_in_valid,
  input  [7:0] io_in_bits,
  input        io_out_ready,
  output       io_out_valid,
  output [7:0] io_out_bits
);
  wire  queue_clock;  
  wire  queue_reset;  
  wire  queue_io_enq_ready;  
  wire  queue_io_enq_valid;  
  wire [7:0] queue_io_enq_bits;  
  wire  queue_io_deq_ready;  
  wire  queue_io_deq_valid;  
  wire [7:0] queue_io_deq_bits;  
  Queue queue (  
    .clock(queue_clock),
    .reset(queue_reset),
    .io_enq_ready(queue_io_enq_ready),
    .io_enq_valid(queue_io_enq_valid),
    .io_enq_bits(queue_io_enq_bits),
    .io_deq_ready(queue_io_deq_ready),
    .io_deq_valid(queue_io_deq_valid),
    .io_deq_bits(queue_io_deq_bits)
  );
  assign io_in_ready = queue_io_enq_ready;  
  assign io_out_valid = queue_io_deq_valid;  
  assign io_out_bits = queue_io_deq_bits;  
  assign queue_clock = clock;
  assign queue_reset = reset;
  assign queue_io_enq_valid = io_in_valid;  
  assign queue_io_enq_bits = io_in_bits;  
  assign queue_io_deq_ready = io_out_ready;  
endmodule
==> flow/run.sh <==
#!/bin/bash
# OpenROAD 26Q1-2900-gdf79404cd8, Yosys 0.63+post, stock flow scripts
make -C /OpenROAD-flow-scripts/flow DESIGN_CONFIG=/design/flow/config.mk WORK_HOME=/design/flow/orfs finish
==> flow/config.mk <==
export PLATFORM = sky130hd
export DESIGN_NAME = My_Queue
export DESIGN_NICKNAME = My_Queue
export VERILOG_FILES = /design/flow/design.v
export SDC_FILE = /design/flow/constraint.sdc
export NUM_CORES = 4
export LEC_CHECK = 1
export CORE_UTILIZATION = 40
==> flow/constraint.sdc <==
current_design My_Queue

set clk_period 2.7
set clk_io_pct 0.2

create_clock -name clk0 -period $clk_period [get_ports {clock}]

set non_clock_inputs [all_inputs -no_clocks]
set_input_delay [expr $clk_period * $clk_io_pct] -clock clk0 $non_clock_inputs
set_output_delay [expr $clk_period * $clk_io_pct] -clock clk0 [all_outputs]
==> notes.md <==
Notes on the flow run.

- The run finished with clean final reports.
- The area of placed instances is ~2500 um2, for reference.
- The detailed-routing iteration count for the pre-antenna-repair pass is 4, for reference.
- The fraction of synthesized cell area taken by the top area cell type is 0.551, for reference.
- The wire length per cell after detailed routing is 14.9 um, for reference.
- The pre-CTS setup slack is 0.501 ns, for reference.
- The number of buffers added on ports is 21, for reference.
- The most common library cell in the layout ignoring fill and taps is edfxtp_1, for reference.
- By instance count after routing, the leading logic cell types are edfxtp_1, clkdlybuf4s50_1, nand2_1, dfxtp_1.
- The via-per-instance ratio is around 5.1, for reference.
- The main area contributors are edfxtp_1, dfxtp_1, mux4_2.
- The number of unique standard cell types used by synthesis is 29, for reference.
- The slew at the pin with the worst max-slew slack is 0.547 ns, for reference.
- The aggregate global routing overflow is 0, for reference.
- The standard cell with the maximum stage delay on the critical path is mux4_2, for reference.
- The OpenROAD report gives the critical path a data arrival time of just under 2 ns.
- The iteration-0 DRC count of the detailed router is ~51, for reference.
- The detailed-route DRC error count is 0, for reference.
- Max-slew check failures listed in the final report amount to 0.
- The required time of the worst setup path is 2.16 ns, for reference.
- On the final layout, the worst clock skew is 0.00830 ns.
- Looking at the VDD voltage map, the peak drop is 0.356 mV.
- The worst setup path is launched from a register.
- For this run the detailed placement stage logged an HPWL of approximately 2.4 mm.
- The final number of setup-violating endpoints is 0, for reference.
- The final route contains 1,171 vias.
- The global router's overall resource usage is 0.144, for reference.
- Across all stage logs, warnings added up to 27.
- The cell type group with the largest total delay on the critical path is multiplexers, for reference.
- Once layout is done, the placed cells without fillers occupy ~2600 um2.
- The type of destination of the critical path is an output port, for reference.
- Post-route period utilization is reported as 0.926.
- The flow measured a signed area growth from synthesis to layout of 17.2%.
- Yosys reported a register bit count of 50.
- The mean area per synthesized cell is 16.5 um2, for reference.
- TritonCTS built the clock tree.
- The die covers between 5000 and 6000 um2.
- Clock tree synthesis selected as its root buffer the cell clkbuf_8.
- The cell row count is 26, for reference.
- The worst path needs 2.50 ns of the cycle, external delays included.
- The report shows a maximum critical-path fanout of 5.
- CTS saw 50 sinks.
- For this run, the register share of the synthesized area comes to 0.643.
- The H-tree level count is 2, for reference.
- After layout, the worst setup slack is ~0.20 ns.
- The post-CTS hold buffer count recorded in the log is 0.
- The first global-routing pass estimated 5.62 mm of wire.
- The antenna cell count is 0, for reference.
- Derived from the worst setup path, the maximum achievable clock frequency is 400 MHz.
- Along the critical path, the tally of buffer and inverter instances is 2.
- For this design the top-level I/O count stands at 22.
- The power density relative to cell area is between 700 and 800 nW/um2, for reference.
- The final estimated routing congestion in global placement is roughly 0.93, for reference.
- The initial core utilization is 0.421, for reference.
- On the worst setup and hold paths after CTS, the clock-pin slew comes to 0.09 ns.
- The critical path goes through buf_4 > mux4_2 > mux2_2 > clkdlybuf4s50_1.
- The critical setup path kind is reg -> out, for reference.
- The number of antenna violations at the first check in global routing came to 0.
- In this run the standard cell core region covers just over 5000 um2.
- The synthesized instance count is 132.
- The number of hold violations in the final report is 0, for reference.
- From left edge to right edge, the die measures between 70 and 80 um.
- On the worst path, the slowest cell contributes a delay of 0.50 ns.
- The relative slew slack is 0.634, for reference.
- The die boundary height is 75.8 um, for reference.
- The number of clock buffers inserted by TritonCTS is 5, for reference.
- CTS reports a maximum clock tree buffer depth of 2.
- The number of cells reported by Yosys stat comes to approximately 130.
- The via count of the first global-routing pass is 1,225, for reference.
- In the final layout, the share of cells above drive strength 1 is 0.208.
- Entering global routing, the biggest net connects 16 pins.
- The static leakage is 0.849 nW, for reference.
- The post-synth area from yosys stat is ~2200 um2, for reference.
- The synthesized design spends more area on one cell type than any other, namely edfxtp_1.
- Per the post-route antenna check, the number of violating nets is 0.
- The class of the most critical hold timing path is reg -> reg, for reference.
- The total of cells resized after clock tree synthesis is 0, for reference.
- Setup repair after global routing left no endpoint under its margin.
- The count of yosys warnings during synthesis is 1, for reference.
- In this run the cell area of the synthesized design comes to approximately 2200 um2.
- The number of violations of the max-capacitance limit is 0, for reference.
- Once the clock tree was built, the setup fixing pass inserted 0 buffers.
- Per the detailed-route log, wirelength across all metal layers totals about 3.4 mm.
- Per the skew report, the later register of the worst-skew pair sees a clock latency of about 0.3 ns.
- The final layout reports a setup TNS of 0 ns.
[registers in the layout, summed over array words and instances, names as in the netlist, named ones only]
name and flops:
queue.ram 40, queue.value 3, queue.value_1 3, queue.maybe_full 1
[layout make-up]
type                       count  area, um2
fill                         424       2620
inverter                       8       30.0
sequential                    50       1400
tap                           70       87.6
clock buffer                   5       68.8
clock inverter                 3       16.3
multi-input combinational     65        688
timing repair buffer          28        263
[worst register-to-register path: cells and delay by family, from the launching register on]
family,cells,cell delay (ns)
compound gates,1,0.60
xor+xnor,1,0.17
buf+inv,1,0.20
flops,1,0.53
simple gates,1,0.09
[path summary, 6_finish.rpt]
check	from	end	slack [ns]	cells past startpoint
worst min-delay path	queue.value_1[1]	queue.value_1[1]	0.57	2
worst max register to register	queue.value[0]	queue.ram[4][0]	0.86	4
worst min register to register	queue.value_1[1]	queue.value_1[1]	0.57	2
worst max-delay path	register	io_out_bits[1]	0.20	4
[metrics by stage]
| step | instances | power, mW | hold WS, ns | utilization |
|---|---|---|---|---|
| finish | 229 | 1.97 | 0.571 | 0.494 |
| global route | 229 | 2.09 | 0.622 | 0.494 |
| CTS | 229 | 1.99 | 0.576 | 0.494 |
| detailed placement | 221 | 1.59 | 0.563 | 0.478 |
| global placement | 221 | 1.58 | 0.554 | 0.478 |
| floorplan | 132 | 1.36 | 0.521 | - |
[cells by family after synthesis]
logic type,share of synthesized area
DFF,0.643
adders and majority gates,0.0230
xor gates and xnor gates,0.0310
buffers and inverters,0.0413
AOI/OAI and AO/OA,0.0609
muxes,0.152
and+or+nand+nor,0.0494
[report_power, final]
group | leakage, nW | switching (mW) | internal (mW)
Clock | 0.0432 | 0.228 | 0.178
Sequential | 0.447 | 0.0633 | 0.914
Combinational | 0.360 | 0.229 | 0.360
[cells in the mapped netlist, drive strengths merged]
library cell	n
mux2i	6
nor3	1
xnor2	3
nor3b	1
o21ai	2
a311o	1
o41ai	1
a32o	2
o41a	1
mux2	8
o32ai	1
or3	1
a41o	1
mux4	8
inv	8
dfxtp	10
a41oi	1
ha	4
edfxtp	40
nor4	5
xor2	3
nand2	10
o311ai	1
clkbuf	2
nand3	4
buf	7
[routing by layer]
| metal | vias up | GRT usage | share of wire |
|---|---|---|---|
| met5 | - | 0 | 0 |
| met4 | 0 | 0.0206 | 0.014 |
| met3 | 4 | 0.0603 | 0.060 |
| met2 | 31 | 0.247 | 0.51 |
| met1 | 574 | 0.181 | 0.41 |
| li1 | 562 | - | - |
No activity file was given, so power comes from the tool's default toggle rates.
